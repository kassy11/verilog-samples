==> /design/flow/design.v <==
module counter8bit(CLK,RST,CE,Q);
    parameter COUNT = 8'd1;
    input CLK;
    input RST;
    input CE;
    output [7:0] Q;
    reg [7:0] Q;
    always@ (posedge CLK) begin
        if(RST)begin
            Q[7:0]  <= 8'd0;
        end else begin
            if(CE)begin
                Q[7:0]  <= Q[7:0] +COUNT;
            end
        end
    end
endmodule
==> /design/flow/run.sh <==
#!/bin/bash
# OpenROAD 26Q1-2900-gdf79404cd8, Yosys 0.63+post, stock flow scripts
make -C /OpenROAD-flow-scripts/flow DESIGN_CONFIG=/design/flow/config.mk WORK_HOME=/design/flow/orfs finish
==> /design/flow/config.mk <==
export PLATFORM = sky130hd
export DESIGN_NAME = counter8bit
export DESIGN_NICKNAME = counter8bit
export VERILOG_FILES = /design/flow/design.v
export SDC_FILE = /design/flow/constraint.sdc
export NUM_CORES = 4
export LEC_CHECK = 1
export CORE_AREA = 10 10 70 70
export DIE_AREA = 0 0 80 80
==> /design/flow/constraint.sdc <==
current_design counter8bit

set clk_period 2.5
set clk_io_pct 0.2

create_clock -name clk0 -period $clk_period [get_ports {CLK}]

set non_clock_inputs [all_inputs -no_clocks]
set_input_delay [expr $clk_period * $clk_io_pct] -clock clk0 $non_clock_inputs
set_output_delay [expr $clk_period * $clk_io_pct] -clock clk0 [all_outputs]
==> flow_results.org <==
#+TITLE: Flow metrics

** Die
- Full die area :: 6400 um^2
- Core utilization at floorplan :: 0.0993
- Core box area :: 3420 um^2
- The die is 80 um wide.
- Num ports :: 11
- In this run the core area contains 21 standard-cell rows.
- Die span in y :: 80 um

** Finish
- More flip-flops sit in one register than any other, and that register is Q.
- The register with the most flip-flops in the layout has 8 of them.
- Filler cell count in the final layout :: 395
- The layout summary lists the proportion of cells stronger than drive strength 1 as 0.0833.
- The layout report lists the combined flip-flop and latch area as 160 um^2.
- Area overhead of the layout relative to synthesis :: 49.8%
- By instance count after routing, the leading logic cell type is sky130_fd_sc_hd__clkdlybuf4s50_1.
- By instance count after routing, the leading logic cell types are sky130_fd_sc_hd__clkdlybuf4s50_1 (10), sky130_fd_sc_hd__dfxtp_1 (8), sky130_fd_sc_hd__nor2_1 (5).
- Combinational cell area excluding buffers and inverters :: 168 um^2
- The largest registers in the layout are Q x8.

** Synthesis
- Yosys warnings :: 1
- Number of storage elements in the synthesis netlist :: 8
- Distinct cell type count after synthesis :: 15
- Of all cell types, the one taking the most synthesized area is sky130_fd_sc_hd__dfxtp_1.
- After synthesis, the chip area reported by Yosys is 339 um^2.
- Synth Seq Share :: 0.472
- Area fraction of the dominant cell type after synthesis :: 0.472
- Gate count after technology mapping :: 37
- The synthesized netlist occupies a cell area of 339 um^2.
- Leading cell types by total area after synthesis :: sky130_fd_sc_hd__dfxtp_1 (47%), sky130_fd_sc_hd__xor2_1 (7.7%), sky130_fd_sc_hd__nor2_1 (5.5%)
- A synthesized cell averages 9.16 um^2.
- After synthesis, the design contains 37 cells according to Yosys.

** Status
- The flow ran to the end, and the final reports show no timing, DRC or antenna violations.

** Global routing
- Largest net degree at the start of global routing :: 9
- Recorded from the global router log, the overflow total was 0.
- Via count of the first global-routing pass :: 312
- The first global-routing pass estimated 1.41 mm of wire.
- Total global-route track usage :: 0.0284
- The number of antenna violations at the first check in global routing came to 0.

** Pwr
- The power report puts the leakage power at 0.174 nW.
- The report lists the power per cell area as 497 nW/um^2.
- The highest supply drop recorded on VDD is 0.272 mV.

** STA
- For reference, the final report shows the hold violation count at 0.
- From the final report, the count of setup violators was given as 0.
- In the final run the clock tree shows a worst skew of 1.13 ps.
- Worst slew slack as a fraction of its limit :: 0.804
- Across all hold checks on the routed design, the worst slack comes to 492 ps.
- The smallest clock period supported by the final layout is computed as 1700 ps.
- Aggregate negative setup slack :: 0 ps
- Fmax :: 590 MHz
- Final Max Slew Viols :: 0
- For the pin with the worst max-slew slack, the measured transition is 293 ps.
- Unrepaired setup endpoints after global routing :: no
- Dividing the final minimum period by the clock period gives 0.678.

** Place
- The congestion estimate from routability-driven global placement came to 0.720.
- Buffers added on ports :: 10
- Final HPWL from detailed placement :: 653 um

** CTS
- Clock tree from TritonCTS :: done
- Once the clock tree was built, the setup fixing pass inserted 0 buffers.
- Per the CTS log, the maximum H-tree level is 1.
- Hold-fix buffers at CTS :: 0
- As reported, the later end of the worst-skew pair has a clock insertion delay of 250 ps.
- Max clock buf depth :: 2
- Clock tree synthesis inserted a total of 3 buffers.
- Post-CTS repair changed the size of 0 cells.
- The tree is rooted in a sky130_fd_sc_hd__clkbuf_4.
- Per the post-CTS timing run, clock transition at the registers of the reported paths is 50 ps.
- CTS sink count :: 8

** Setup path
- Looking at the setup timing report, the critical path kind is reg -> out.
- Traced cell by cell, the critical path runs through clkdlybuf4s50_1.
- Worst Setup End Kind :: primary output
- Slowest cell delay on critical path :: 510 ps
- Worst endpoint data arrival time :: 1200 ps
- Critical path peak fanout :: 6
- At the worst endpoint, the required time is 2000 ps.
- Cell family contributing the most delay on the critical path :: buffers and inverters
- Per the post-run analysis, buffers plus inverters along the critical path come to 1.
- The largest individual stage delay along the critical path comes from the cell sky130_fd_sc_hd__clkdlybuf4s50_1.
- The worst setup path is launched from a flop.

** Detailed routing
- Count of inserted antenna diode cells :: 0
- After detailed routing, the number of remaining DRC violations is 0.
- After detailed routing, the average wire length per cell comes to 8.90 um.
- For this run, the detailed router's first-pass iteration total came to 4.
- After detailed routing, the number of vias per cell comes to 3.32.
- The count of nets left with antenna violations once routing finished came out at 0.
- Total number of vias :: 312
- Final wirelength :: 837 um
- First-iteration detailed-routing DRC count :: 5

** Flow run
- Max-Cap Viols :: 0
- Number of OpenROAD warnings :: 25

** Min path
- Class of the tightest hold or removal check :: reg -> reg
[power by group]
group	leakage, nW	switching (mW)	total [mW]	internal, mW
Combinational	0.0951	0.00802	0.0211	0.0130
Sequential	0.0648	0.00478	0.136	0.131
Clock	0.0138	0.0408	0.0956	0.0547
Total	0.174	0.0536	0.253	0.199
[layer usage]
layer | global-route usage | wire (um) | up-vias
met5 | 0 | 0 | -
met4 | 0 | 0 | 0
met3 | 0.0295 | 132 | 0
met2 | 0.0305 | 241 | 14
met1 | 0.0390 | 463 | 147
li1 | - | - | 151
[final timing paths]
kind	from	end	slack [ps]	cells past startpoint
worst max register to register	Q[0]	Q[6]	1200	4
worst min register to register	Q[7]	Q[7]	490	2
worst min-delay path	Q[7]	Q[7]	490	2
worst max-delay path	Q[3]	Q[3]	800	1
[through the flow]
stage | setup slack, ps | total power, mW | instances | area [um^2] | util
2_1_floorplan | 1230 | 0.148 | 37 | 339 | -
3_3_place_gp | 635 | 0.158 | 91 | 485 | 0.142
3_5_place_dp | 618 | 0.159 | 91 | 485 | 0.142
4_1_cts | 790 | 0.257 | 94 | 508 | 0.149
5_1_grt | 711 | 0.268 | 94 | 508 | 0.149
6_report | 805 | 0.253 | 94 | 508 | 0.149
[synth_stat cells]
cell,number
sky130_fd_sc_hd__dfxtp_1,8
sky130_fd_sc_hd__nor2_1,5
sky130_fd_sc_hd__a21oi_1,3
sky130_fd_sc_hd__o21ai_0,3
sky130_fd_sc_hd__or3_1,3
sky130_fd_sc_hd__xor2_1,3
sky130_fd_sc_hd__nand2_1,2
sky130_fd_sc_hd__nand3_1,2
sky130_fd_sc_hd__nand4_1,2
sky130_fd_sc_hd__buf_1,1
sky130_fd_sc_hd__buf_4,1
sky130_fd_sc_hd__ha_1,1
sky130_fd_sc_hd__mux2i_1,1
sky130_fd_sc_hd__nand4_2,1
sky130_fd_sc_hd__xnor2_1,1
[final cells by class]
| class | instances | area share |
|---|---|---|
| clock buffer | 3 | 0.0443 |
| multi-input combinational | 27 | 0.330 |
| sequential | 8 | 0.315 |
| tap | 46 | 0.113 |
| timing repair buffer | 10 | 0.197 |
[worst register-to-register path: cells and delay by family (launching register included)]
family	cells	cell delay, ps
flops	1	410
fa+ha+maj	1	220
simple gates	2	470
compound gates	1	130
[cell families (layout without fill, tap and decap cells)]
kind of cell	after synthesis	in the layout	share of synthesized area
adder cells (fa/ha/maj)	1	1	0.0369
flip-flops	8	8	0.472
multiplexers	1	1	0.0295
AND-OR/OR-AND	6	6	0.0885
AND/OR/NAND/NOR	15	15	0.236
XOR/XNOR	4	4	0.103
buffers and inverters	2	13	0.0332
Power figures rest on the tool's default switching activity, not on a simulated workload.
