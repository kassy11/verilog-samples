<file path="flow/design.v">
module mux5to1(Out, Sel, In1, In2, In3, In4, In5); 
  input [2:0]  In1,In2,In3,In4,In5;
  input [2:0] Sel; 
  output [2:0] Out; 
  reg [2:0] Out; 
  always @ (In1 or In2 or In3 or In4 or In5 or Sel) begin 
  case (Sel) 
    3'b000 : Out = In1; 
    3'b001 : Out = In2; 
    3'b010 : Out = In3; 
    3'b011 : Out = In4; 
    3'b100 : Out = In5; 
    default : Out = 3'bx; 
  endcase 
  end  
endmodule
module mux5to1_test();
  reg [2:0] sel;
  reg [2:0]  In1,In2,In3,In4,In5;
  wire [2:0] Out;
  mux5to1 MUX(Out, sel, In1, In2, In3, In4, In5);
  initial begin
    sel=3'b000; In1=111; In2=110; In3=110; In4=110; In5=110;
    #10 sel=3'b001; In1=110; In2=111; In3=110; In4=110; In5=110;
    #10 sel=3'b010; In1=110; In2=110; In3=111; In4=110; In5=110;
    #10 sel=3'b011; In1=110; In2=110; In3=110; In4=111; In5=110;
    #10 sel=3'b100; In1=110; In2=110; In3=110; In4=110; In5=111;
  end
  initial begin
    $monitor("sel=%b, Out=%b, In1=%b, In2=%b, In3=%b, In4=%b, In5=%b"
              ,sel, Out, In1, In2, In3, In4, In5);
    $dumpfile("mux5to1_test.vcd");
    $dumpvars(0, mux5to1_test);
  end
endmodule
</file>
<file path="flow/run.sh">
#!/bin/bash
# OpenROAD 26Q1-2900-gdf79404cd8, Yosys 0.63+post, stock flow scripts
make -C /OpenROAD-flow-scripts/flow DESIGN_CONFIG=/design/flow/config.mk WORK_HOME=/design/flow/orfs finish
</file>
<file path="flow/config.mk">
export PLATFORM = sky130hd
export DESIGN_NAME = mux5to1
export DESIGN_NICKNAME = mux5to1
export VERILOG_FILES = /design/flow/design.v
export SDC_FILE = /design/flow/constraint.sdc
export NUM_CORES = 4
export LEC_CHECK = 1
export CORE_AREA = 10 10 70 70
export DIE_AREA = 0 0 80 80
</file>
<file path="flow/constraint.sdc">
current_design mux5to1

set clk_period 1.8
set clk_io_pct 0.2

create_clock -name clk0 -period $clk_period

set non_clock_inputs [all_inputs -no_clocks]
set_input_delay [expr $clk_period * $clk_io_pct] -clock clk0 $non_clock_inputs
set_output_delay [expr $clk_period * $clk_io_pct] -clock clk0 [all_outputs]
</file>
==> run notes <==
run results: synth unique cells 16, max-slew violations 0, I/O Buffers 21, area fraction in mux cells 0.109, DR vias 397, DRC viols 0, io pins 21, P&R area growth vs syn 92.3%, num rows 21, Die W 80 um, global-route wire length before repair 2010 um, yosys cell count 40, worst-margin pin slew 0.196 ns, setup bufs post-CTS 0, crit-path max FO 1, crit path DAT 1.37 ns, clock buffer count in the final layout 0, Pleak 0.000265 uW, RSZ-0062 raised after global routing no, Hold Path End Out[0], critical path data required time 1.44 ns, pre-CTS setup slack -0.685 ns, total gr overflow 0, status completed, pwr/cell area 207 mW/mm2, final WL 1210 um, Synth Area in XOR/XNOR 0, Top cells excl fill/tap dlygate4sd2_1 (6), clkdlybuf4s50_1 (6), buf_4 (5), nand2_1 (4), buf_2 (4), Top logic family AND-OR/OR-AND gates, Ys Warns 1, simple share 0.222, final hold slack 1.26 ns, DRT Pass-1 Iters 4, largest net degree at the start of global routing 10, max_slew headroom 0.868, GRT Overall Usage 0.0381, Antenna Nets Post-Route 0, Core Util, Final 0.175, initial DRC count 5, Synth Seq Share 0, Vias/cell 3.61, Fmax 0.579 GHz, hold path depth 5, layout cells sized above 1 0.391, Placer Congestion 0.748, final setup margin 0.0724 ns, n_diodes 0, chip area 0.00640 mm2, cell area after synthesis 310 um2, cell count after synthesis 40, Pwr Total 123 uW, crit start category primary input, fa+ha+maj area frac 0, vias in the first global route 395, OpenROAD warnings 32, max cap viols 0, final hold vios 0, Flops 0, Chip Area, Yosys 310 um2, period utilisation layout 0.960, critical path class in2out, dpl hpwl 1020 um, Core Util at FP 0.0908, Reg area 0 um2, CORE AREA 0.00342 mm2, syn avg cell area 7.76 um2, antenna violations before repair 0, startpoint of the worst hold path Sel[2], routed len/inst 11.0 um, crit path capture type primary output, Filler cells 395, hold_buf cts 0, Placed Area 592 um2, Peak VDD IR 0.0000749 V, Design Area, Final 597 um2, Final min period 1.73 ns, hold crit path type in2out, Compound Share, Synth 0.508, Die Ht 80 um, Finish-stage setup viols 0
[metrics by stage]
step | setup TNS (ns) | std cells
final | 0 | 110
after global routing | 0 | 110
after CTS | 0 | 110
after detailed placement | -2.02 | 110
after global placement | -1.95 | 110
after floorplan | 0 | 40
[worst max-delay path: stages]
cell             delay, ns
clkdlybuf4s50_1       0.41
a211o_2               0.30
nand2_1               0.08
a311oi_2              0.09
buf_2                 0.12
[layer usage]
| layer | vias up | wire (um) | GRT usage |
|---|---|---|---|
| met5 | - | 0 | 0 |
| met4 | 0 | 0 | 0 |
| met3 | 0 | 200 | 0.0193 |
| met2 | 21 | 385 | 0.0441 |
| met1 | 174 | 620 | 0.0613 |
| li1 | 202 | - | - |
[report_power, final]
part / switching [uW] / internal, uW
combinational: 47.4 / 76.1
clock: 0 / 0
sequential: 0 / 0
[cell type report]
| type | instances | area [um2] | area share |
|---|---|---|---|
| repair buffers | 28 | 245 | 0.411 |
| multi-input cells | 33 | 283 | 0.474 |
| well taps | 46 | 57.6 | 0.0964 |
| inverters | 3 | 11.3 | 0.0189 |
[repair_timing]
action | 4_1_cts | 5_1_grt
gates resized | 26 | 8
hold endpoints to repair | 0 | 0
pin swaps | 4 | 2
setup endpoints to repair | 3 | 3
[worst max path at each step]
stage | start | endpoint | slack, ns
finish | In2[2] | Out[2] | 0.07
global route | Sel[1] | Out[2] | 0.002
CTS | In4[2] | Out[2] | 0.02
[cells in the mapped netlist]
cell | number | area [um2]
buf_8 | 1 | 15.0
a211o_2 | 3 | 30.0
buf_4 | 1 | 7.51
buf_2 | 1 | 5.00
o22ai_1 | 3 | 18.8
inv_1 | 3 | 11.3
buf_6 | 1 | 11.3
o21ai_0 | 3 | 15.0
nor3b_1 | 3 | 22.5
mux2_2 | 3 | 33.8
nand2_1 | 4 | 15.0
a311oi_2 | 3 | 45.0
nor2b_1 | 4 | 25.0
a211o_1 | 3 | 26.3
or2_2 | 1 | 6.26
o21a_1 | 3 | 22.5
[cells by family after synthesis]
logic type | count (synthesis)
buffers and inverters | 7
multiplexers | 3
AND/OR/NAND/NOR | 12
AND-OR/OR-AND | 18
Power and IR drop assume default switching activity.
