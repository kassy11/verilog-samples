File: config.mk
export PLATFORM = sky130hd
export DESIGN_NAME = Multiplier_4bit
export DESIGN_NICKNAME = Multiplier_4bit
export VERILOG_FILES = /design/flow/design.v
export SDC_FILE = /design/flow/constraint.sdc
export NUM_CORES = 4
export LEC_CHECK = 1
export CORE_AREA = 10 10 70 70
export DIE_AREA = 0 0 80 80
File: constraint.sdc
current_design Multiplier_4bit

set clk_period 3.5
set clk_io_pct 0.2

create_clock -name clk0 -period $clk_period

set non_clock_inputs [all_inputs -no_clocks]
set_input_delay [expr $clk_period * $clk_io_pct] -clock clk0 $non_clock_inputs
set_output_delay [expr $clk_period * $clk_io_pct] -clock clk0 [all_outputs]
File: design.v
module Multiplier_4bit(output [8:0] y, input [3:0] i1, input [3:0] i2);
  assign y=i1*i2;
endmodule
module multiplier_test();
  reg [3:0] a, b;
  wire [8:0] out;
  Multiplier_4bit mult(out, a, b);
  initial begin
    a=1101; b=1011;
    #10 a=0001; b=1111;
  end
  initial begin
    $monitor("a=%b b=%b out=%b", a, b, out);
    $dumpfile("mult.vcd");
    $dumpvars(0, multiplier_test);
  end
endmodule
File: run.sh
#!/bin/bash
# OpenROAD 26Q1-2900-gdf79404cd8, Yosys 0.63+post, stock flow scripts
make -C /OpenROAD-flow-scripts/flow DESIGN_CONFIG=/design/flow/config.mk WORK_HOME=/design/flow/orfs finish
==> CHANGELOG.md <==
## Flow update

- Layout Cell Area excl Fill: 800 um2
- Min-Delay Path Class: input port to primary output
- Placed Instances: 126
- Register cell area after layout: 0 um2
- Worst hold path cell count: 3
- Cell Area, Synth: 458 um2
- Io pins: 17
- Critical setup path kind: input port to primary output
- Switching part of the total: 0.395
- PnR Total Power: ~120 uW
- Combinational gate area: approximately 490 um2
- # rows: 21
- Post-CTS Hold Buffers: 0
- Inserted Diodes: 0
- Pwr/cell area: approximately 150 nW/um2
- Initial antenna violation count: 0
- Leakage dissipation: 0.000418 uW
- Clock group share of total power: 0
- Crit-path most repeated cell: sky130_fd_sc_hd__fa_1
- Post-Synthesis Mean Instance Area: 8.64 um2
- GRT Overall Usage: 0.0368
- Largest delay contributor family on the critical path: adder cells
- Routed WL: 1150 um
- Post-synth cell types: 19
- Worst path buffer plus inverter count: 3
- Routed via count divided by cell count: 3.62
- Maximum number of pins on one net before global-route repair: 5
- Least setup slack across all paths after layout: -0.215 ns
- Number of failing hold endpoints at the final stage: 0
- Type of destination of the critical path: primary output
- Data required time of the critical path: around 2.8 ns
- CORE AREA: roughly 3400 um2
- Antenna viol nets, final: 0
- Area added between synthesis and finish: 74.6%
- Cells along the critical path: buf_8 > nand2_4 > fa_1 > inv_1 > fa_1 > ha_4 > a211oi_2 > or4b_1 > o2111ai_2 > buf_2
- Cells in synth_stat.txt: 53
- Die ar.: ~6400 um2
- Placed cell areas: around 760 um2
- Proportion of layout cells with a drive suffix above 1: 0.432
- Post-route fraction of the period consumed by the critical path: 1.06
- Final number of max-transition violations: 0
- Sink of the worst hold path: y[0]
- Number of global-route vias before repair: 479
- Violations in the final reports: setup timing
- MaxCap Viol Count: 0
- DR vias: approximately 460
- Violation tally from detailed-route iteration zero: 12
- Power share of the sequential group: 0
- RD Place Congestion: 0.762
- Number of setup violations in the final report: 2
- Wire length of the first global-routing pass: 2050 um
- Critical-path maximum fanout: 2
- Die Span X: 80 um
- Number of fill cells: around 380
- Part of the Yosys area used for sequential elements: 0
- Number of iterations in the first detailed-routing pass: 2
- Log Warnings: 34
- Tmin final: 3.71 ns
- Post-DR wirelength/cell: approximately 9.0 um
- Layout clock buffer count: 0
- Drt drc: 0
- Non-Filler Instances: around 130
- Run status: finished with violations
- Max Clock Freq: ~0.27 GHz
- Height of the die: about 80 um
- Remaining Overflow, GRT: 0
- Combinational cell fraction of total power: 1.000
- RSZ-0062 raised after global routing: true
- Worst vdd rail ir drop: between 50 and 60 uV
- Power spent charging and discharging nets: roughly 49 uW
- IO buf count: 16
- Slowest CP cell: sky130_fd_sc_hd__fa_1
- Synthesis warning total: 0
- Max stage delay on crit path: 0.53 ns
- Cells after Synth: ~53
- Element type at the critical path start: input port
- Flip-flop and latch count: 0
- Hold Startpoint: i2[0]
- Internal power of the cells: ~75 uW
- Area of the synthesized netlist per yosys stat: 458 um2
- Total half-perimeter wirelength after legalization and detailed placement: between 1000 and 1500 um
- Floorplan Utilization: 0.134
- Data arrival time of the critical path: ~3 ns
power groups by stage:
stage	Combinational (uW)	Sequential (uW)	Clock, uW
CTS	127	0	0
global route	142	0	0
finish	124	0	0
routing by layer:
metal | GRT usage | wire (um) | up-vias
met1 | 0.0533 | 561 | 210
met4 | 0 | 0 | 0
li1 | - | - | 239
met5 | 0 | 0 | -
met2 | 0.0562 | 487 | 11
met3 | 0.0102 | 98 | 0
logic make-up after synthesis:
kind of cell / after synthesis / synth area share
AOI/OAI and AO/OA: 9 / 0.131
xor gates and xnor gates: 3 / 0.0574
adders and majority gates: 16 / 0.503
buffers and inverters: 4 / 0.0410
other: 1 / 0.00819
and+or+nand+nor: 20 / 0.260
synth_stat cells (2+ instances only):
cell                      count  area [um2]
sky130_fd_sc_hd__nor2_1       2        7.51
sky130_fd_sc_hd__fa_1         4        80.1
sky130_fd_sc_hd__inv_1        3        11.3
sky130_fd_sc_hd__ha_1        12         150
sky130_fd_sc_hd__a21oi_1      3        15.0
sky130_fd_sc_hd__and2_1      13        81.3
sky130_fd_sc_hd__nand2_1      3        11.3
sky130_fd_sc_hd__xnor2_1      2        17.5
cell usage in the layout (no fill, tap or decap):
cell and count:
sky130_fd_sc_hd__conb_1 1, sky130_fd_sc_hd__xnor2_1 2, sky130_fd_sc_hd__ha_1 11, sky130_fd_sc_hd__dlymetal6s2s_1 1
sky130_fd_sc_hd__o211ai_1 1, sky130_fd_sc_hd__dlygate4sd2_1 2, sky130_fd_sc_hd__a211oi_2 1, sky130_fd_sc_hd__xor2_1 1
sky130_fd_sc_hd__a21o_1 1, sky130_fd_sc_hd__buf_6 4, sky130_fd_sc_hd__a21oi_1 1, sky130_fd_sc_hd__nor2_1 2
sky130_fd_sc_hd__buf_2 6, sky130_fd_sc_hd__or4b_1 1, sky130_fd_sc_hd__a21oi_2 2, sky130_fd_sc_hd__fa_2 1
sky130_fd_sc_hd__inv_1 3, sky130_fd_sc_hd__buf_4 12, sky130_fd_sc_hd__ha_4 1, sky130_fd_sc_hd__o21ai_1 1
sky130_fd_sc_hd__nand2_2 2, sky130_fd_sc_hd__o2111ai_2 1, sky130_fd_sc_hd__a21o_2 1, sky130_fd_sc_hd__nand2_4 1
sky130_fd_sc_hd__and2_4 2, sky130_fd_sc_hd__buf_8 1, sky130_fd_sc_hd__and2_1 11, sky130_fd_sc_hd__and3b_1 1
sky130_fd_sc_hd__fa_1 3, sky130_fd_sc_hd__clkdlybuf4s50_1 3
worst min-delay path, delay by kind of cell:
kind	cells	cell delay, ns
AND/OR/NAND/NOR	1	0.16
buffers and inverters	2	0.55
worst max path at each step:
stage,slack [ns],depth (start not counted),end,startpoint
CTS,-0.23,10,y[7],i1[2]
global route,-0.29,10,y[7],i2[1]
finish,-0.21,10,y[7],i1[2]
final cells by class:
type / count / area share
Inverter: 3 / 0.0141
Multi-Input combinational cell: 49 / 0.613
Timing Repair Buffer: 29 / 0.300
Tap cell: 46 / 0.0720
metrics by stage:
stage          TNS [ns]  hold WS (ns)   util  worst slack [ns]
3_5_place_dp      -4.62          2.44  0.222             -1.15
4_1_cts          -0.432          2.17  0.233            -0.226
3_3_place_gp      -4.54          2.43  0.222             -1.13
6_report         -0.410          2.11  0.234            -0.215
2_1_floorplan         0          1.47      -           0.00257
5_1_grt          -0.601          2.16  0.234            -0.295
timing repair:
action | CTS | global route
pin swaps | 14 | 3
gates resized | 56 | 2
gates cloned | 0 | 0
buffers inserted | 1 | 0
setup endpoints to repair | 5 | 5
No activity file was given, so power comes from the tool's default toggle rates.
